==> design/flow/design.v <==
module Vending_Machine(Clk, Reset, Coin, vending, change 
    );
	 input Clk, Reset;
	 input [2:0]Coin;
	 output reg vending;
	 output reg [2:0] change;
	 parameter [2:0] nickel =3'b001;
	 parameter [2:0] dime = 3'b010;
	 parameter [2:0] nickel_dime = 3'b011;
	 parameter [2:0] dimes_2 = 3'b100;
	 parameter [2:0] quarter = 3'b101;
	 parameter [2:0] idle=3'b000;
	 parameter [2:0] FIVE=3'b001;
	 parameter [2:0] TEN=3'b010;
	 parameter [2:0] FIFTEEN=3'b011;
	 parameter [2:0] TWENTY=3'b100;
	 parameter [2:0] TWENTYFIVE=3'b101;
	 reg [2:0]state,next_state;
	 always@(posedge Clk) begin
	 if(Reset) begin
	 state <= idle;
	 vending <= 1'b0;
	 change <= 3'b000;
	 end
	 else begin
	 case(state)
	 idle : begin
	 if(Coin == nickel) next_state = FIVE;
	 else if(Coin == dime) next_state = TEN;
	 else if(Coin == quarter)next_state = TWENTYFIVE;
	 else next_state = state;
	 change <=3'b0;
	 end
	 FIVE: begin
	 if(Coin == nickel) next_state = TEN;
	 else if(Coin == dime) next_state = FIFTEEN;
	 else if(Coin == quarter) next_state = TWENTYFIVE;
	 else next_state = state;
	 if (Coin == quarter) change <= nickel;
	 else change <=3'b0;
	 end
	 TEN: begin
	 if(Coin == nickel) next_state = FIFTEEN;
	 else if(Coin == dime) next_state = TWENTY;
	 else if(Coin == quarter) next_state = TWENTYFIVE;
	 else next_state = state;
	 if (Coin== quarter) change <= dime;
	 else change <= 3'b0;
	 end
	 FIFTEEN: begin
	 if(Coin == nickel) next_state = TWENTY;
	 else if(Coin == dime) next_state = TWENTYFIVE;
	 else if(Coin == quarter) next_state = TWENTYFIVE;
	 else next_state = state;
	 if (Coin== quarter) change <= nickel_dime;
	 else change <= 3'b0;
	 end
	 TWENTY: begin
	 if(Coin == nickel) next_state = TWENTYFIVE;
	 else if(Coin == dime) next_state = TWENTYFIVE;
	 else if(Coin == quarter) next_state = TWENTYFIVE;
	 else next_state = state;
	 if (Coin == dime) change <= nickel; 
	 else if (Coin == quarter) change <= dimes_2; 
	 else change <= 3'b0;
	 end
	 TWENTYFIVE: begin
	 next_state = idle;
	 change <=3'b0;
	 end
	 endcase
	 state = next_state;
	 end
	 end
	 always@(state) begin
	 if(state == TWENTYFIVE) vending <= 1'b1;
	 else vending <= 1'b0;
	 end 
endmodule
==> design/flow/run.sh <==
#!/bin/bash
# OpenROAD 26Q1-2900-gdf79404cd8, Yosys 0.63+post, stock flow scripts
make -C /OpenROAD-flow-scripts/flow DESIGN_CONFIG=/design/flow/config.mk WORK_HOME=/design/flow/orfs finish
==> design/flow/config.mk <==
export PLATFORM = sky130hd
export DESIGN_NAME = Vending_Machine
export DESIGN_NICKNAME = Vending_Machine
export VERILOG_FILES = /design/flow/design.v
export SDC_FILE = /design/flow/constraint.sdc
export NUM_CORES = 4
export LEC_CHECK = 1
export CORE_AREA = 10 10 70 70
export DIE_AREA = 0 0 80 80
==> design/flow/constraint.sdc <==
current_design Vending_Machine

set clk_period 2.1
set clk_io_pct 0.2

create_clock -name clk0 -period $clk_period [get_ports {Clk}]

set non_clock_inputs [all_inputs -no_clocks]
set_input_delay [expr $clk_period * $clk_io_pct] -clock clk0 $non_clock_inputs
set_output_delay [expr $clk_period * $clk_io_pct] -clock clk0 [all_outputs]
==> impl_metrics.toml <==
# flow metrics
[run_status]
status = "finished, final reports clean"

[job]
maxCapViolations = 0
openroad.warnings = 25

[floorplan]
fp_util_pct = 14.8
rows = 21
fp.dieW_um = 80
chipArea_um2 = 6400
core_area_um2 = 3420
io_pins = 9
dieHeight_um = 80

[power_and_ir_drop]
vdd_drop_max_mv = 0.115
power.leakage_nw = 0.225
report.power.total_mw = 0.404
powerDensity_nw_per_um2 = 625

[place]
port-buffer-count = 7
finalWeightedCongestion = 0.871
place_ws_ps = 131
post-dp-hpwl_um = 841

[cts]
clk_latency_ps = 250
root_buffer = "clkbuf_4"
cts.path.max_buffers = 2
post_cts_buffers = 0
hold_buffers = 0
cts_tree = "yes"
h-tree-depth = 1
cts_buffers = 3
clkSinkCount = 9
ctsResizeCount = 0
clk_pin_slew_ps = 60

[sta]
max_freq_ghz = 0.578
layout_setup_ws_ps = 369
final-setup-viol-count = 0
fin_tns_setup_ps = 0
drv_slew = 0
rsz0062_at_grt = "no"
skew_ps = 0.293
min_period_ps = 1730
period_used_pct = 82.4
finalHoldViolCount = 0

[route]
wl_per_cell_um = 9.63
drt_iter0_drc = 67
vias = 446
ant_nets = 0
antenna_cells = 0
viasPerCell = 3.88
drc = 0
drt_first_pass_iters = 4
drt-total-wl_mm = 1.11

[grt]
grt_max_degree = 17
grt_pass1_wl_mm = 1.96
track_usage_pct = 3.82
first_global_vias = 425
antenna_found_initial = 0
grt_overflow = 0

[critical_path]
end_kind = "register"
cp_max_fo = 7
start_kind = "input pin"
required_ps = 2100
crit_type = "in2reg"
crit_arrival_ps = 1730

[synthesis]
ys_cells = 61
syn_area_um2 = 504
synth_area_per_cell_um2 = 8.27
seq_area_frac_synth_pct = 41.7
ys_types = 26
ys_chip_area_um2 = 504
syn_inst = 61
ys_seq_elements = 9
ys_warn_count = 3

[finish]
area_growth_pct = 28.0
drive_above_1_share_pct = 10.1
fillers = 386

[min_path]
worstHoldPathType = "reg2reg"
worst max-delay path, cell delays in order:
cell and delay (ps):
clkdlybuf4s50_1 480, nor2b_1 410, a22oi_1 120, nor3_1 230, nor2_1 70
kinds of logic after synthesis:
| family | count (synthesis) | synth area share [%] |
|---|---|---|
| buffers and inverters | 6 | 6.20 |
| and+or+nand+nor | 29 | 28.0 |
| AOI/OAI and AO/OA | 15 | 21.1 |
| muxes | 1 | 2.23 |
| other | 1 | 0.744 |
| DFF | 9 | 41.7 |
Yosys cell counts (all sizes together):
cell / count / area share [%]
nand2: 8 / 6.0
dfxtp: 6 / 24
nor2b: 6 / 7.4
nor2: 5 / 3.7
buf: 4 / 4.5
o21ai: 4 / 4.0
edfxtp: 3 / 18
nand3: 3 / 3.0
nor3: 3 / 3.0
a32o: 2 / 4.0
and3: 2 / 2.5
o22ai: 2 / 2.5
a21o: 1 / 1.5
a21oi: 1 / 0.99
a221o: 1 / 2.0
a22oi: 1 / 1.5
a31oi: 1 / 1.2
a32oi: 1 / 1.7
and2: 1 / 1.2
clkbuf: 1 / 0.99
conb: 1 / 0.74
inv: 1 / 0.74
mux2: 1 / 2.2
o32ai: 1 / 1.7
or2: 1 / 1.2
per-stage QoR:
step / util, % / hold slack (ps) / std cells / instance area [µm²]
floorplan: - / 441 / 61 / 504
global placement: 18.1 / 493 / 111 / 619
detailed placement: 18.1 / 496 / 111 / 619
CTS: 18.9 / 504 / 115 / 646
global route: 18.9 / 544 / 115 / 646
finish: 18.9 / 496 / 115 / 646
metal layers:
layer,share of wire [%],up-vias,wire (µm),GRT usage (%)
li1,-,232,-,-
met4,1.4,0,16,1.06
met2,39,10,431,4.90
met5,0,-,0,0
met1,50,202,556,5.22
met3,9.3,2,103,2.27
cell type report:
class	count	area, µm²	area share (%)
clock buffer	4	26.3	4.07
tap	46	57.6	8.91
multi-input combinational	46	263	40.7
timing repair buffer	9	85.1	13.2
sequential	9	210	32.6
inverter	1	3.75	0.581
final timing paths:
check	to	slack [ps]	from	depth (start not counted)
worst max-delay path	next_state[2]	370	Coin[1]	5
worst min-delay path	change[0]	500	change[0]	2
worst max register to register	state[0]	590	state[2]	4
worst min register to register	change[0]	500	change[0]	2
flip-flops by register name, indices dropped and copies added, names as in the netlist:
register / flops
next_state: 3
state: 3
change: 3
where the power goes:
group          total (mW)  internal [mW]  switching, mW  leakage, nW
registers           0.210          0.194         0.0168       0.0792
clock network       0.129         0.0729         0.0556       0.0150
logic              0.0647         0.0339         0.0308        0.131
placed cells by master, fill, tap and decap left out, types with 2 or more instances in the layout:
master / count
a32o_1: 2
and3_1: 2
buf_4: 2
clkbuf_4: 3
clkdlybuf4s50_1: 7
dfxtp_1: 6
edfxtp_1: 3
nand2_1: 8
nand3_1: 3
nor2_1: 5
nor2b_1: 6
nor3_1: 3
o21ai_0: 4
o22ai_1: 2
Power is estimated from default activity; no workload was simulated.
